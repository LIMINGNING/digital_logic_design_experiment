File: flow/config.mk
export PLATFORM = sky130hd
export DESIGN_NAME = top
export DESIGN_NICKNAME = top
export VERILOG_FILES = /design/flow/design.v
export SDC_FILE = /design/flow/constraint.sdc
export NUM_CORES = 4
export LEC_CHECK = 1
export CORE_UTILIZATION = 50
File: flow/constraint.sdc
current_design top

set clk_period 4.2
set clk_io_pct 0.2

create_clock -name clk0 -period $clk_period [get_ports {clk}]

set non_clock_inputs [all_inputs -no_clocks]
set_input_delay [expr $clk_period * $clk_io_pct] -clock clk0 $non_clock_inputs
set_output_delay [expr $clk_period * $clk_io_pct] -clock clk0 [all_outputs]
File: flow/design.v
`timescale 1ns / 1ps
module button_debounce#(
    parameter COUNT = 999999
)
(
    input wire clk,
    input wire rst,
    input wire button,
    output reg valid
    );
    reg  [31:0] counter;                                             
    wire [31:0] counter_end = (counter >= COUNT) ? 1 : 0;            
    reg  [2:0]  shift_reg;                                           
    reg  count_flag;                                                 
    always @(posedge clk or posedge rst) 
    begin
        if (rst)
            counter <= 0;
        else if (pos_edge_button)
            counter <= 0;
        else if (counter_end)
            counter <= 0;
        else
            counter <= counter + 1;
    end
    always @(posedge clk or posedge rst)
    begin
        if (rst)
            count_flag <= 0;
        else if (pos_edge_button)
            count_flag <= 0;
        else if (counter_end)
            begin
                if (shift_reg[0])
                    count_flag <= 1;
                else
                    count_flag <= count_flag;
            end
        else
            count_flag <= count_flag;
    end
    always @(posedge clk or posedge rst)
    begin
        if (rst)
            shift_reg <= 3'b000;
        else
            shift_reg <= {shift_reg[1:0],button};
    end
    assign pos_edge_button = ~shift_reg[2] & shift_reg[1] & shift_reg[0];
    always @(posedge clk or posedge rst)
    begin
        if (rst)
            valid <= 0;
        else if (counter_end)
            valid <= shift_reg[0] && !count_flag;
        else
            valid <= 0; 
    end
endmodule
`timescale 1ns / 1ps
module counter#(
    parameter COUNTING_TIMES = 99999
    )
    (
    input clk,
    input rst,
    output wire counter_end
    );
    reg [31:0] counter;
    assign counter_end = (counter == COUNTING_TIMES) ? 1 : 0;
    always @(posedge clk or posedge rst)
    begin
        if (rst)
            counter <= 0;
        else if (counter_end)    
            counter <= 0;
        else
            counter <= counter + 1;
    end
endmodule
`timescale 1ns / 1ps
module led_display#(
    parameter ZERO              = 8'h03,
    parameter ONE               = 8'h9f,
    parameter TWO               = 8'h25,
    parameter THREE             = 8'h0d,
    parameter FOUR              = 8'h99,
    parameter FIVE              = 8'h49,
    parameter SIX               = 8'h41,
    parameter SEVEN             = 8'h1f,
    parameter EIGHT             = 8'h01,
    parameter NINE              = 8'h09,
    parameter TEN               = 8'h11,
    parameter ELEVEN            = 8'hc1,
    parameter TWELVE            = 8'he5,
    parameter THIRTEEN          = 8'h85,
    parameter FOURTEEN          = 8'h61,
    parameter FIFTEEN           = 8'h71,
    parameter NOTHING           = 8'hff,
    parameter FREQ_CLK_DIV      = 99999          
)
(
    input wire clk,
    input wire rst,
    input wire valid,
    input wire [7:0] data,
    output reg [7:0] led_en,
    output reg [7:0] led_cx 
    );
    reg [7:0] led_data;
    always @(*)
    begin
        case (data)
            8'd48: led_data = ZERO;          
            8'd49: led_data = ONE;           
            8'd50: led_data = TWO;           
            8'd51: led_data = THREE;         
            8'd52: led_data = FOUR;          
            8'd53: led_data = FIVE;          
            8'd54: led_data = SIX;           
            8'd55: led_data = SEVEN;         
            8'd56: led_data = EIGHT;         
            8'd57: led_data = NINE;          
            8'd65: led_data = TEN;           
            8'd66: led_data = ELEVEN;        
            8'd67: led_data = TWELVE;        
            8'd68: led_data = THIRTEEN;      
            8'd69: led_data = FOURTEEN;      
            8'd70: led_data = FIFTEEN;       
            default: led_data = NOTHING;     
        endcase
    end
    reg [7:0] display_buffer [7:0];
    always @(posedge clk or posedge rst)
    begin
        if (rst)
        begin
            display_buffer[0] <= NOTHING;
            display_buffer[1] <= NOTHING;
            display_buffer[2] <= NOTHING;
            display_buffer[3] <= NOTHING;
            display_buffer[4] <= NOTHING;
            display_buffer[5] <= NOTHING;
            display_buffer[6] <= NOTHING;
            display_buffer[7] <= NOTHING;
        end
        else if (valid)
        begin
            display_buffer[7] <= display_buffer[6];
            display_buffer[6] <= display_buffer[5];
            display_buffer[5] <= display_buffer[4];
            display_buffer[4] <= display_buffer[3];
            display_buffer[3] <= display_buffer[2];
            display_buffer[2] <= display_buffer[1];
            display_buffer[1] <= display_buffer[0];
            display_buffer[0] <= led_data;
        end
    end
    reg clk_div;
    wire cnt_end;
    counter #(FREQ_CLK_DIV) u_counter(
        .clk(clk),
        .rst(rst),
        .counter_end(cnt_end)
    );
    always @(posedge clk or posedge rst)
    begin
        if (rst)
            clk_div <= 0;
        else if(cnt_end)
            clk_div <= ~clk_div;
        else
            clk_div <= clk_div;
    end
    always @(posedge clk_div or posedge rst)
    begin
        if (rst)
            led_en <= 8'b11111110;
        else
            led_en <= {led_en[0],led_en[7:1]};
    end
    always @(posedge clk_div or posedge rst)
    begin
        if (rst)
            led_cx <= NOTHING;
        else begin
            case (led_en)
                8'b11111110: led_cx <= display_buffer[7];
                8'b11111101: led_cx <= display_buffer[0];
                8'b11111011: led_cx <= display_buffer[1];
                8'b11110111: led_cx <= display_buffer[2];
                8'b11101111: led_cx <= display_buffer[3];
                8'b11011111: led_cx <= display_buffer[4];
                8'b10111111: led_cx <= display_buffer[5];
                8'b01111111: led_cx <= display_buffer[6];
                default: led_cx <= NOTHING;
            endcase
        end
    end
endmodule
`timescale 1ns / 1ps
module top(
    input wire clk,
    input wire rst,
    input wire button,
    input wire uart_rx,
    input wire [7:0] data_in,
    output wire uart_tx,
    output [7:0] led_cx,
    output [7:0] led_en
    );
    wire tx;
    wire [7:0] data;
    wire valid_send;
    wire valid_recv;
    wire [7:0] u_led_cx;
    wire [7:0] u_led_en;
    uart_recv u_uart_recv(
        .rst(rst),
        .clk(clk),
        .valid(valid_recv),
        .data(data),
        .din(uart_rx)
    );
    button_debounce u_button_debounce(
        .rst(rst),
        .clk(clk),
        .valid(valid_send),
        .button(button)
    );
    uart_send u_uart_send (
        .rst(rst),
        .clk(clk),
        .valid(valid_send),
        .data(data_in),
        .dout(tx)
    );
    led_display u_led_display (
        .rst(rst),
        .clk(clk),
        .valid(valid_recv),
        .data(data),
        .led_cx(u_led_cx),
        .led_en(u_led_en)
    );
    assign tx = uart_tx;
    assign led_cx = u_led_cx;
    assign led_en = u_led_en; 
endmodule
`timescale 1ns / 1ps
module uart_recv(
    input clk,
    input rst,
    input din,               
    output reg valid,        
    output reg [7:0] data   
    );
    reg [2:0] current_state;
    reg [2:0] next_state;
    localparam IDLE  = 2'b00;
    localparam START = 2'b01;
    localparam DATA  = 2'b10;
    localparam STOP  = 2'b11;
    always @(posedge clk or posedge rst)
    begin
        if (rst)
            current_state <= IDLE;
        else
            current_state <= next_state;
    end
    reg [31:0] counter;
    assign counter_end  = (counter == 10416) ? 1 : 0;     
    assign counter_half = (counter == 5208)  ? 1 : 0;
    always @(posedge clk or posedge rst)
    begin
        if (rst)
            counter <= 0;
        else if (current_state == IDLE)
            counter <= 0;
        else if (counter_end)
            counter <= 0;
        else
            counter <= counter + 1;
    end
    reg [3:0] counter_data;
    assign counter_data_end = (counter_data == 8) ? 1 : 0;
    always @(posedge clk or posedge rst)
    begin
        if (rst)
            counter_data <= 0;
        else if (current_state == IDLE)
            counter_data <= 0;
        else if (current_state == START)
            counter_data <= 0;
        else if (current_state == DATA)                  
            begin
                if (counter_half)
                    counter_data <= counter_data + 1;
                else
                    counter_data <= counter_data;
            end
        else if (current_state == STOP)
            counter_data <= 0;
        else
            counter_data <= counter_data;
    end
    always @(*) begin
        case(current_state)
            IDLE:
                if (!din)
                    next_state = START;
                else
                    next_state = IDLE;
            START:
                if (counter_end)
                    next_state = DATA;
                else
                    next_state = START;
            DATA:
                if (counter_data_end && counter_end)
                    next_state = STOP;
                else
                    next_state = DATA;
            STOP:
                if (counter_end)
                    next_state = IDLE;
                else
                    next_state = STOP;
            default:
                next_state = IDLE;
        endcase
    end
    always @(posedge clk or posedge rst)
    begin
        if (rst)
            data <= 8'b11111111;
        else if (valid)
            data <= 8'b11111111;
        else
            begin
            case(current_state)
                IDLE:
                begin
                    data <= data;
                end
                START:
                begin
                    if (counter_half)
                        data <= {din,data[7:1]};
                    else
                        data <= data;
                end
                DATA:
                    if (counter_half && !counter_data_end)
                        data <= {din,data[7:1]};
                    else
                        data <= data;
                STOP:
                    data <= data;
                default : 
                    data <= data;
            endcase
            end
    end
    always @(posedge clk or posedge rst)
    begin
        if (rst)
            valid <= 0;
        else if (current_state == STOP && counter_half)
            valid <= 1;
        else
            valid <= 0;
    end
endmodule
`timescale 1ns / 1ps
module uart_send(
    input        clk,        
    input        rst,        
    input        valid,          
    input [7:0]  data,           
    output reg   dout            
    );
    localparam IDLE  = 2'b00;    
    localparam START = 2'b01;    
    localparam DATA  = 2'b10;    
    localparam STOP  = 2'b11;    
    reg [2:0] current_state;
    reg [2:0] next_state;
    reg [3:0] count_data;
    wire count_data_end = (count_data >= 8) ? 1 : 0;
    reg [31:0] cnt;
    wire cnt_end = (cnt >= 10416) ? 1 : 0;
    reg [7:0] data_buffer;
    always @(posedge clk or posedge rst)
    begin
        if(rst)
            current_state <= IDLE;
        else
            current_state <= next_state;
    end
    always @(posedge clk or posedge rst)
    begin
        if (rst)
            cnt <= 0;
        else if (valid)
            cnt <= 0;
        else if (current_state != IDLE || valid)
            begin
                if (cnt_end)
                    cnt <= 0;
                else
                    cnt <= cnt + 1;
            end
        else
            cnt <= 0;
    end
    always @(*) begin
        case(current_state)
            IDLE:
                if (valid)
                    next_state = START;
                else
                    next_state = IDLE;
            START:
                if (cnt_end)
                    next_state = DATA;
                else
                    next_state = START;
            DATA:
                if (count_data_end && cnt_end)
                    next_state = STOP;
                else
                    next_state = DATA;
            STOP:
                if (cnt_end)
                    next_state = IDLE;
                else if (valid)
                    next_state = START;
                else
                    next_state = STOP;
            default:
                next_state = IDLE;
        endcase
    end
    always @(posedge clk or posedge rst)
    begin
        if (rst)
            data_buffer <= 0;
        else if (valid)
            data_buffer <= data;
        else
            data_buffer <= data_buffer;
    end
    always @(posedge clk or posedge rst)
    begin
        if (rst)
            count_data <= 0;
        else if (current_state == IDLE)
        begin
            if (valid)
                count_data <= 0;
            else
                count_data <= count_data;
        end
        else if (current_state == START)
            count_data <= 0;
        else if (current_state == DATA)
        begin
            if (cnt == 0)
                count_data <= count_data + 1;
            else
                count_data <= count_data;
        end
        else if (current_state == STOP)
            count_data <= 0;
        else
            count_data <= count_data;
    end
    always @(posedge clk or posedge rst)
    begin
        if (rst)
            dout <= 1;
        else
            begin
            case(current_state)
                IDLE:   
                    dout <= 1;
                START:  
                    dout <= 0;
                DATA:
                    if(cnt == 0)
                        dout <= data_buffer[count_data];
                    else
                        dout <= dout;
                STOP:
                    dout <= 1;
                default :   
                    dout <= 1;
            endcase
            end
    end
endmodule
File: flow/run.sh
#!/bin/bash
# OpenROAD 26Q1-2900-gdf79404cd8, Yosys 0.63+post, stock flow scripts
make -C /OpenROAD-flow-scripts/flow DESIGN_CONFIG=/design/flow/config.mk WORK_HOME=/design/flow/orfs finish
==> commit_impl_results.txt <==
Store results of the implementation flow

- The run finished with clean final reports.
* Yosys adder share: 1.15%
* Initial antenna violation count: 0
- Per-cell via count in the routed design: approximately 5.5
* Number of library cell types mapped by synthesis: 73
* Total DRC errors in the routed layout: 0
* Cells traversed along the worst timing path: inv_1 > ha_1 > nor4b_1 > nand4_1 > nor3_2 > or2_2 > nor2_1
* MUX share of area: 7.11%
* Type of the worst min-delay path: reg2reg
- Ys Warns: 10
* Data required time at the worst endpoint: approximately 4.6 ns
- Area of all placed cells without fillers: about 0.012 mm^2
* Floorplan row count: 53
- Post-synth area from yosys stat: 0.0109 mm^2
- The worst setup path is captured at a flip-flop.
- Number of gates resized after CTS: 0
* Top fanout value on the critical path: 32
- Height of the die: roughly 150 um
* Minimum period implied by the final worst setup slack: about 2.6 ns
* Switch share: a little over a fifth
* H-Tree Depth: 1
- Syn-to-layout area delta: 13.6%
* Crit path arrival time: 2.93 ns
* Max stage delay on crit path: ~0.6 ns
- Clk latency of the worst-skew pair: a little over 0.5 ns
- Number of unconstrained endpoints: 30
- AND-OR/OR-AND share of the synthesized area: under 10%
- Number of buffers created by CTS: 25
- Share of power burned in the clock network: 47.8%
- Most instantiated logic cell after routing: sky130_fd_sc_hd__dfrtp_1
* Number of setup violations in the final report: 0
* Clock tree from TritonCTS: yes
* Area fraction in and, or, nand and nor cells: just under 20%
- Max VDD drop: about 0.00027 V
- Overall power: between 4 and 5 mW
- Nets still carrying antenna violations after routing amount to 0.
- Final Hold Viols: 0
- Die span in x: 150 um
- Actual transition at the worst max-transition pin: between 0.8 and 0.9 ns
* RD Place Congestion: approximately 0.84
- Post-synth the commonest register cell is sky130_fd_sc_hd__dfrtp_1.
* Hold slack final: just under 0.4 ns
- Clock tree buffer depth: 3
* Flops & latches, synth: around 240
- Per the OpenROAD power report, switching power amounts to between 0.9 and 1 mW.
- Count of flip-flops with a built-in enable after synthesis: 0
- For reference, the clock transition at the flip-flops on the worst setup and hold paths is around 0.06 ns.
- After the first detailed-routing iteration, the DRC count stood at 324.
- The flow reported a cell area power density of 366 mW/mm^2.
- Sum of routed wire length over all layers: 19,800 um
- Per the detail_route report, routed wire per instance is around 15 um.
- In this run the tightest slew margin relative to its limit is between 40% and 50%.
* Residual overflow from global routing: 0
* Count of input and output buffers: 27
* Post-Synthesis Mean Instance Area: around 11 um^2
- Instance area after placement: around 0.012 mm^2
- The share of the core area taken by cells at floorplan is about half.
- The pre-antenna-repair detailed-routing pass consisted of 5 iterations.
- Sorting the synthesized cells by area gives the leading types as sky130_fd_sc_hd__dfrtp_1, sky130_fd_sc_hd__dfstp_2, sky130_fd_sc_hd__mux2_2, sky130_fd_sc_hd__xor2_1, sky130_fd_sc_hd__nor2_1.
- The core region is 0.0212 mm^2.
- Largest register FFs: between 50 and 60
- Area fraction in xor and xnor cells: 7.22%
- The root buffer cell chosen for the clock tree is sky130_fd_sc_hd__clkbuf_16.
* Kind of start point of the critical path: flip-flop
- The number of antenna diodes in the final layout is 0.
- Per the layout area report, the combinational gate area comes to about 0.0047 mm^2.
* Pleak: between 5 and 6 nW
- Post-Route Skew: 0.0140 ns
* Internal Pwr Total: around 3.6 mW
- Post-synthesis sequential area ratio: 55.2%
- For this design, Yosys synthesis ends with a cell count of just under 1,000.
- Via count: between 7,000 and 8,000
* Worst path slowest cell: sky130_fd_sc_hd__or2_2
- The number of global-route vias before repair was between 7,000 and 8,000.
* Synth Instances: between 900 and 1,000
* Top register by number of flip-flops: u_led_display.display_buffer
* Mapped Area: approximately 0.011 mm^2
* Count of unclocked register or latch pins: 15
* Post-synth ARST share: roughly 100%
- The library cells used most frequently in the layout, excluding fill and tap cells, are sky130_fd_sc_hd__dfrtp_1, sky130_fd_sc_hd__nor2_1, sky130_fd_sc_hd__dfstp_2, sky130_fd_sc_hd__nand2_1, sky130_fd_sc_hd__mux2_2.
- WS Path Type: reg2reg
* Filler instances: about 1,800
- Period utilization: between 60% and 70%
* Combinational share of power: around 3.1%
* Area of the die: about 0.022 mm^2
* Highest Clock Rate: 0.390 GHz
- Setup repair after global routing left no endpoint under its margin.
- OpenROAD emitted warnings numbering 32.
- Registers are responsible for approximately half of the overall power.
- Max-slew violation count: 0
* Number of hold-repair buffers added at the cts stage: 0
* Final HPWL DP: between 10,000 and 15,000 um
- The share of synthesized area in the top cell type comes to between 30% and 40%.
- Layout cells sized above 1: 20.6%
- Entering global routing, the biggest net connects approximately 130 pins.
* Largest non-sequential cell family by area: simple AND/OR/NAND/NOR gates
- # Post-CTS Setup Buffers: 0
- In the final timing run, aggregate negative setup slack is 0 ns.
* Maximum capacitance violations: 0
- Tot GR Track Use: between 20% and 30%
* # IOs: 29
- Library cell with the largest summed area after synthesis: sky130_fd_sc_hd__dfrtp_1
- Across the whole layout, storage elements account for approximately 0.006 mm^2.
* First-pass GRT wire length: around 35,000 um
kinds of logic after synthesis:
family	Yosys count
buffers and inverters	69
flip-flops	237
AND/OR/NAND/NOR	386
other	2
multiplexers	68
AND-OR/OR-AND	112
XOR/XNOR	90
adder cells (fa/ha/maj)	10
power by group through the flow:
stage / sequential (mW) / combinational, mW / clock, mW
6_report: 2.23 / 0.139 / 2.17
5_1_grt: 2.24 / 0.161 / 2.32
4_1_cts: 2.23 / 0.145 / 2.24
through the flow:
| step | instances | util [%] | setup WS (ns) |
|---|---|---|---|
| after detailed placement | 1277 | 54.5 | 1.62 |
| final | 1322 | 58.5 | 1.63 |
| after floorplan | 1003 | - | 0.319 |
| after CTS | 1322 | 58.5 | 1.60 |
| after global routing | 1322 | 58.5 | 1.31 |
| after global placement | 1277 | 54.5 | 1.69 |
critical path: cells and delay by family, from the launching register on:
kind | cells | cell delay (ns)
adder cells (fa/ha/maj) | 1 | 0.13
buffers and inverters | 1 | 0.07
flip-flops | 1 | 0.41
AND/OR/NAND/NOR | 5 | 1.81
metal layers:
layer | global-route usage, % | part of all wire, % | wire length [um] | vias up
met5 | 0 | 0 | 0 | -
met1 | 35.5 | 50 | 9780 | 3508
met3 | 2.86 | 4.8 | 941 | 25
met2 | 28.1 | 44 | 8720 | 141
met4 | 3.74 | 1.6 | 307 | 0
li1 | - | - | - | 3537
worst paths after layout:
path                                                start  cells past startpoint  slack, ns                        endpoint
max                                u_uart_recv.counter[0]                      7       1.63         u_uart_recv.counter[26]
min                        u_button_debounce.shift_reg[1]                      0       0.39  u_button_debounce.shift_reg[2]
max reg2reg                        u_uart_recv.counter[0]                      7       1.63         u_uart_recv.counter[26]
min reg2reg                u_button_debounce.shift_reg[1]                      0       0.39  u_button_debounce.shift_reg[2]
max in group asynchronous                             rst                      3       2.62           u_led_display.clk_div
min in group asynchronous                             rst                      2       0.61             u_uart_send.cnt[20]
cell type report:
class / instances / area share (%)
Tap cell: 275 / 2.77
Inverter: 32 / 0.998
Timing Repair Buffer: 36 / 2.82
Multi-Input combinational cell: 697 / 37.9
Clock inverter: 4 / 0.182
Sequential cell: 237 / 48.6
Clock buffer: 41 / 6.68
synthesized netlist by cell type, drive strengths merged, types with 10 or more instances:
library cell / count
dfrtp: 157
nor2: 114
dfstp: 80
nand2: 66
mux2: 57
xor2: 48
xnor2: 42
nand3: 39
nand4: 38
inv: 31
clkbuf: 29
nor4: 24
a22oi: 20
and3: 20
a21oi: 18
nor2b: 17
o21ai: 16
nor3: 14
and4: 13
o22ai: 11
ha: 10
Power and IR drop assume default switching activity.
