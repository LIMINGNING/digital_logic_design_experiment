## flow/run.sh

```bash
#!/bin/bash
# OpenROAD 26Q1-2900-gdf79404cd8, Yosys 0.63+post, stock flow scripts
make -C /OpenROAD-flow-scripts/flow DESIGN_CONFIG=/design/flow/config.mk WORK_HOME=/design/flow/orfs finish
```

## flow/config.mk

```make
export PLATFORM = sky130hd
export DESIGN_NAME = uart_top
export DESIGN_NICKNAME = uart_top
export VERILOG_FILES = /design/flow/design.v
export SDC_FILE = /design/flow/constraint.sdc
export NUM_CORES = 4
export LEC_CHECK = 1
export CORE_UTILIZATION = 30
```

## flow/constraint.sdc

```tcl
current_design uart_top

set clk_period 5.8
set clk_io_pct 0.2

create_clock -name clk0 -period $clk_period [get_ports {clk}]

set non_clock_inputs [all_inputs -no_clocks]
set_input_delay [expr $clk_period * $clk_io_pct] -clock clk0 $non_clock_inputs
set_output_delay [expr $clk_period * $clk_io_pct] -clock clk0 [all_outputs]
```

## flow/design.v

```verilog
`timescale 1ns / 1ps
module uart_send(
    input        clk,        
    input        rst,        
    input        valid,          
    input [7:0]  data,           
    output reg   dout            
    );
    localparam IDLE  = 2'b00;    
    localparam START = 2'b01;    
    localparam DATA  = 2'b10;    
    localparam STOP  = 2'b11;    
    reg [2:0] current_state;
    reg [2:0] next_state;
    reg [3:0] count_data;
    wire count_data_end = (count_data >= 8) ? 1 : 0;
    reg [31:0] cnt;
    wire cnt_end = (cnt >= 10416) ? 1 : 0;
    reg [7:0] data_buffer;
    always @(posedge clk or posedge rst)
    begin
        if(rst)
            current_state <= IDLE;
        else
            current_state <= next_state;
    end
    always @(posedge clk or posedge rst)
    begin
        if (rst)
            cnt <= 0;
        else if (valid)
            cnt <= 0;
        else if (current_state != IDLE || valid)
            begin
                if (cnt_end)
                    cnt <= 0;
                else
                    cnt <= cnt + 1;
            end
        else
            cnt <= 0;
    end
    always @(*) begin
        case(current_state)
            IDLE:
                if (valid)
                    next_state = START;
                else
                    next_state = IDLE;
            START:
                if (cnt_end)
                    next_state = DATA;
                else
                    next_state = START;
            DATA:
                if (count_data_end && cnt_end)
                    next_state = STOP;
                else
                    next_state = DATA;
            STOP:
                if (cnt_end)
                    next_state = IDLE;
                else if (valid)
                    next_state = START;
                else
                    next_state = STOP;
            default:
                next_state = IDLE;
        endcase
    end
    always @(posedge clk or posedge rst)
    begin
        if (rst)
            data_buffer <= 0;
        else if (valid)
            data_buffer <= data;
        else
            data_buffer <= data_buffer;
    end
    always @(posedge clk or posedge rst)
    begin
        if (rst)
            count_data <= 0;
        else if (current_state == IDLE)
        begin
            if (valid)
                count_data <= 0;
            else
                count_data <= count_data;
        end
        else if (current_state == START)
            count_data <= 0;
        else if (current_state == DATA)
        begin
            if (cnt == 0)
                count_data <= count_data + 1;
            else
                count_data <= count_data;
        end
        else if (current_state == STOP)
            count_data <= 0;
        else
            count_data <= count_data;
    end
    always @(posedge clk or posedge rst)
    begin
        if (rst)
            dout <= 1;
        else
            begin
            case(current_state)
                IDLE:   
                    dout <= 1;
                START:  
                    dout <= 0;
                DATA:
                    if(cnt == 0)
                        dout <= data_buffer[count_data];
                    else
                        dout <= dout;
                STOP:
                    dout <= 1;
                default :   
                    dout <= 1;
            endcase
            end
    end
endmodule
`timescale 1ns / 1ps
module uart_top(
    input clk,
    input rst,
    output dout
    );
reg valid;
reg [7:0] data;
reg [31:0] counter;
wire counter_end = (counter == 10416) ? 1 : 0;
reg [3:0] id_index;
reg [7:0] my_id [9:0];
reg [31:0] state;
uart_send u_uart_send(
    .clk(clk),
    .rst(rst),
    .data(data),
    .valid(valid),
    .dout(dout)
);
always @(posedge clk or posedge rst)
begin
    if(rst)
        counter <= 0;
    else if (counter_end)
        counter <= 0;
    else
        counter <= counter + 1;
end
always @(posedge clk or posedge rst)
begin
    if(rst)
    begin
        my_id[0] <= 8'h32;   
        my_id[1] <= 8'h30;   
        my_id[2] <= 8'h32;   
        my_id[3] <= 8'h33;   
        my_id[4] <= 8'h33;   
        my_id[5] <= 8'h31;   
        my_id[6] <= 8'h31;   
        my_id[7] <= 8'h34;   
        my_id[8] <= 8'h32;   
        my_id[9] <= 8'h33;   
    end
end
always @(posedge clk or posedge rst)
begin
    if (rst)
        id_index <= 0;
    else if (id_index > 9)
        id_index <= 0;
    else if (state == 970 && counter_end)
        id_index <= id_index + 1;
    else
        id_index <= id_index;
end
always @(posedge clk or posedge rst)
begin
    if(rst)
        state <= 0;
    else if (counter_end)
        begin
            if (state <= 970)
                state <= state + 1;
            else
                state <= 0;
        end
end
always @(posedge clk)
begin
    if (state == 0)
    begin
        if(counter == 0)
            valid <= 1;
        else
            valid <= 0;
    end
    else
        valid <= 0;
end
always @(posedge clk)
begin
    if (state == 0)
        data <= my_id[id_index];
    else
        data <= data;
end
endmodule
```

==> metrics.csv <==
stage,metric,value,unit
power_and_ir_drop,Power Total,0.00194,W
synthesis,Top area cell types,"dfrtp_1 (51%), nor2_1 (4.2%), xnor2_1 (3.4%)",
timing,RSZ-0062 raised after global routing,no,
placed_design,RePlAce Congestion,0.861,
timing,fin crit share,0.448,
setup_path,worst-path maximum fanout,5,
setup_path,"slowest stage delay, CP",0.65,ns
setup_path,crit path cell chain,"or4_1, nor3_2, nand2_1, nor3_1, nor4bb_1",
clock_network,clk sinks,115,
timing,Rel. slew slack,0.483,
synthesis,"count leader, synth",dfrtp_1,
die,io pins,3,
synthesis,Post-synth EDFFs,3,
clock_network,hold_buf cts,0,
die,Die Span X,136,um
timing,final setup vio count,0,
setup_path,Critical path destination,valid$_SDFF_PP0_,
setup_path,critical path's slowest cell,nor3_1,
global_routing,global-route wire length before repair,17200,um
placed_design,IO Port Bufs,2,
routing,initial DRC count,247,
synthesis,ys flops,115,
final_layout,Layout area overhead,17.5,%
final_layout,"Core Util, Final",0.364,
power_and_ir_drop,Max VDD drop,0.192,mV
timing,Max Freq,0.385,GHz
clock_network,post-CTS setup buffer count,0,
setup_path,flop2flop setup slack,3.20,ns
clock_network,CTS tree,done,
outcome,status,"finished, final reports clean",
setup_path,CP Capture Type,register,
routing,wire per inst,12.3,um
routing,ANT cells,0,
synthesis,Yosys chip area,5400,um2
global_routing,largest net degree at the start of global routing,61,
final_layout,fraction of layout cells with a size suffix above 1,0.0813,
clock_network,clk slew on worst S/H paths,0.05,ns
synthesis,Mapped Area,5400,um2
die,fp util,0.310,
placed_design,post-DP HPWL,6360,um
global_routing,number of global-route vias before repair,3753,
synthesis,cell type with the largest total area,dfrtp_1,
setup_path,worst flop-to-flop path endpoint,valid$_SDFF_PP0_,
routing,DRT Pass-1 Iters,4,
setup_path,Worst EP arrival,2.88,ns
timing,fin. max-slew vios,0,
power_and_ir_drop,Leak,2.81,nW
synthesis,Async SR Flop Fraction,0.965,
setup_path,critical setup path kind,reg2reg,
clock_network,TritonCTS buffer count,17,
die,row count,48,
run,Max-Cap Viols,0,
die,die y size,136,um
setup_path,Worst R2R Start,state[23]$_DFFE_PP0N_,
routing,via count,3890,
setup_path,CP Launch Type,register,
synthesis,synth cell count leaders,"dfrtp_1 (110), nor2_1 (60), nand2_1 (33)",
timing,Setup Total Neg Slack,0,ns
synthesis,post-synthesis sequential area ratio,0.535,
setup_path,"Req. time, crit path",6.08,ns
synthesis,Yosys Warn Count,3,
die,Die Footprint,18500,um2
synthesis,Area leader share,0.510,
worst_hold_path,HP Class,reg2reg,
clock_network,htree depth,4,
die,CORE AREA,17400,um2
synthesis,Main synth FF type,dfrtp_1,
synthesis,Synth Instances,529,
timing,clock skew,0.0111,ns
global_routing,gr ovfl total,0,
final_layout,Fillers,1647,
clock_network,clk ins delay skew pair,0.41,ns
setup_path,Crit path buffers/inverters,0,
clock_network,Post-CTS Resized,0,
setup_path,Top delay family on crit path,simple AND/OR/NAND/NOR gates,
synthesis,Cell Type Count,53,
routing,ANT nets after route,0,
timing,Final Critical Period,2.60,ns
setup_path,total stage count of the critical path,5,
timing,worst slew pin tran,0.770,ns
routing,vias per cell,4.92,
clock_network,root buf cell,clkbuf_16,
routing,Routed WL,9720,um
routing,DRC,0,
global_routing,antenna violations before repair,0,
clock_network,clock tree buffer depth,2,
power_and_ir_drop,pwr dens,306,nW/um2
setup_path,critical path startpoint,state[23]$_DFFE_PP0N_,
run,OpenROAD warning count,34,
synthesis,syn avg cell area,10.2,um2
synthesis,yosys cell count,529,
global_routing,Overall Global Routing Usage,0.115,
setup_path,worst-case reg-to-reg path depth,5,
timing,final hold vios,0,
-- worst min path at each step --
stage                                       from                                     end  slack [ns]  cells after the start
5_1_grt   u_uart_send.data_buffer[4]$_DFFE_PP0P_  u_uart_send.data_buffer[4]$_DFFE_PP0P_        0.49                      1
4_1_cts                    counter[31]$_DFF_PP0_                   counter[31]$_DFF_PP0_        0.47                      1
6_report                   counter[31]$_DFF_PP0_                   counter[31]$_DFF_PP0_        0.47                      1
-- registers in the layout, summed over array words and instances (netlist names), 2 cells and up --
| signal | cells |
|---|---|
| counter | 32 |
| state | 32 |
| u_uart_send.cnt | 32 |
| id_index | 4 |
| u_uart_send.count_data | 4 |
| u_uart_send.data_buffer | 4 |
| data | 3 |
| u_uart_send.current_state | 2 |
-- metal layers --
metal	vias up	wire length (um)	GRT usage
met5	-	0	0
met4	0	185	0.0235
met1	1887	4860	0.171
met3	13	353	0.0247
li1	1920	-	-
met2	70	4320	0.178
-- cells in the final DEF, fill, tap and decap left out, types with 6 or more instances in the layout --
master and n:
o21a_1 15, nor4b_1 6, a31oi_1 7, nor3_1 26
and4_1 6, clkbuf_16 17, nand2_1 33, nand4_1 15
o21ai_0 13, a21oi_1 13, nand3_1 30, nor4_1 18
xnor2_1 21, dfrtp_1 110, conb_1 18, inv_1 24
and3_1 22, nor2_1 60, xor2_1 20, ha_1 13
-- final cells by class --
class	instances	area, um2	area share
Sequential cell	115	2890	0.456
Timing Repair Buffer	4	35.0	0.00552
Clock buffer	23	488	0.0770
Multi-Input combinational cell	390	2400	0.379
Inverter	25	96.3	0.0152
Tap cell	225	282	0.0444
Clock inverter	9	150	0.0237
-- power by group --
| group | leakage, nW | total, W | internal [W] | switching (W) |
|---|---|---|---|---|
| registers | 1.52 | 0.000814 | 0.000812 | 0.00000160 |
| logic | 0.980 | 0.0000180 | 0.00000188 | 0.0000161 |
| clock network | 0.309 | 0.00111 | 0.000761 | 0.000347 |
| total | 2.81 | 0.00194 | 0.00158 | 0.000365 |
-- cells by family after synthesis --
| group | count (synthesis) | synth area share |
|---|---|---|
| flip-flops | 115 | 0.535 |
| other | 1 | 0.000695 |
| adder cells (fa/ha/maj) | 13 | 0.0301 |
| multiplexers | 8 | 0.0158 |
| buffers and inverters | 41 | 0.0318 |
| AND-OR/OR-AND | 69 | 0.0869 |
| XOR/XNOR | 41 | 0.0665 |
| AND/OR/NAND/NOR | 241 | 0.233 |
-- metrics by stage --
stage | hold slack [ns] | instance area (um2) | cells | setup slack [ns]
floorplan | 0.436 | 5460 | 546 | 1.71
global placement | 0.454 | 5700 | 759 | 2.93
detailed placement | 0.464 | 5700 | 759 | 2.89
CTS | 0.474 | 6340 | 791 | 3.16
global route | 0.494 | 6340 | 791 | 2.97
finish | 0.468 | 6340 | 791 | 3.20
Power and IR drop assume default switching activity.
